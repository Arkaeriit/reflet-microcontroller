### run.sh
#!/bin/bash
# OpenROAD 26Q1-2900-gdf79404cd8, Yosys 0.63+post, stock flow scripts
make -C /OpenROAD-flow-scripts/flow DESIGN_CONFIG=/design/flow/config.mk WORK_HOME=/design/flow/orfs finish
### config.mk
export PLATFORM = sky130hd
export DESIGN_NAME = reflet_timer_2
export DESIGN_NICKNAME = reflet_timer_2
export VERILOG_FILES = /design/flow/design.v
export SDC_FILE = /design/flow/constraint.sdc
export NUM_CORES = 4
export LEC_CHECK = 1
export CORE_UTILIZATION = 30
### constraint.sdc
current_design reflet_timer_2

set clk_period 4.0
set clk_io_pct 0.2

create_clock -name clk0 -period $clk_period [get_ports {clk}]

set non_clock_inputs [all_inputs -no_clocks]
set_input_delay [expr $clk_period * $clk_io_pct] -clock clk0 $non_clock_inputs
set_output_delay [expr $clk_period * $clk_io_pct] -clock clk0 [all_outputs]
### design.v
module reflet_counter #(
    parameter size = 32
    )(
    input clk,
    input reset,
    input enable,
    input [size-1:0] max,
    output out
    );
    reg [size-1:0] counter = 0;
    reg reached_max;
    reg reached_max_ark;
    always @ (posedge clk)
        if(!reset)
        begin
            counter <= 0;
            reached_max <= 0;    
            reached_max_ark <= 0;
        end
        else
        begin 
            if(enable)  
            begin
                if(counter == max - 1)
                begin
                    counter <= 0;
                    reached_max <= 1;
                end
                else
                begin
                    counter <= counter + 1;
                    reached_max <= 0;
                end
            end
            reached_max_ark <= reached_max;
        end
        assign out = ( max == 0 ? 0 :
                        ( max == 1 ? enable :
                           reached_max & !reached_max_ark));
endmodule
module reflet_rw_register #(
    parameter addr_size = 16,
    reg_addr = 0,
    default_value = 0
    )(
    input clk,
    input reset,
    input enable,
    input [addr_size-1:0] addr,
    input write_en,
    input [7:0] data_in,
    output [7:0] data_out,
    output reg [7:0] data
    );
    wire wr_en = enable && write_en && reg_addr == addr;
    wire read_en = enable && reg_addr == addr;
    always @ (posedge clk)
        if(!reset)
        begin
            data <= default_value;
        end
        else
        begin
            if(wr_en)
                data <= data_in;
        end
    assign data_out = ( read_en ? data : 0 );
endmodule
module reflet_timer_2 #(
    parameter base_addr_size = 16,
    base_addr = 16'hFF13
    )(
    input clk,
    input reset,
    input enable,
    output interrupt,
    input [base_addr_size-1:0] addr,
    input write_en,
    input [7:0] data_in,
    output [7:0] data_out,
    input timer_input
    );
    wire using_timer = enable && addr >= base_addr && addr < base_addr + 3;
    wire [1:0] offset = addr - base_addr;
    wire [7:0] dout_pre1;
    wire [7:0] dout_pre2;
    wire [7:0] dout_mcnt;
    assign data_out = dout_mcnt | dout_pre1 | dout_pre2;
    wire using_external_input;
    wire [6:0] pre1;
    wire [7:0] pre2;
    wire [7:0] mcnt;
    reflet_rw_register #(.addr_size(2), .reg_addr(0), .default_value(0)) reg_pre1(
        .clk(clk),
        .reset(reset),
        .enable(using_timer),
        .addr(offset),
        .write_en(write_en),
        .data_in(data_in),
        .data_out(dout_pre1),
        .data({pre1, using_external_input}));
    reflet_rw_register #(.addr_size(2), .reg_addr(1), .default_value(0)) reg_pre2(
        .clk(clk),
        .reset(reset),
        .enable(using_timer),
        .addr(offset),
        .write_en(write_en),
        .data_in(data_in),
        .data_out(dout_pre2),
        .data(pre2));
    reflet_rw_register #(.addr_size(2), .reg_addr(2), .default_value(0)) reg_mcnt(
        .clk(clk),
        .reset(reset),
        .enable(using_timer),
        .addr(offset),
        .write_en(write_en),
        .data_in(data_in),
        .data_out(dout_mcnt),
        .data(mcnt));
    wire timer_active = mcnt != 8'h0;
    wire [7:0] pre1_max = pre1+1;
    wire [8:0] pre2_max = pre2+1;
    wire [7:0] mcnt_max = mcnt;
    wire pre1_out, pre2_out;
    reflet_counter #(.size(8)) pre1_cnt(
        .clk(clk),
        .reset(reset & timer_active),
        .enable(using_external_input ? timer_input : 1'b1),
        .max(pre1_max),
        .out(pre1_out));
    reflet_counter #(.size(9)) pre2_cnt(
        .clk(clk),
        .reset(reset & timer_active),
        .enable(pre1_out),
        .max(pre2_max),
        .out(pre2_out));
    reflet_counter #(.size(8)) mcnt_cnt(
        .clk(clk),
        .reset(reset & timer_active),
        .enable(pre2_out),
        .max(mcnt_max),
        .out(interrupt));
endmodule
==> deck_impl_summary.md <==
Physical Implementation Snapshot

Run status
  – Status: completed

Drt
  – Routed Antenna Nets: 0
  – DRC viols: 0
  – Via count: 3613
  – Post-DR vias/cell: 5.20
  – WL/cell: 14.2 um
  – Routed WL: 9850 um
  – Starting DRT DRC Count: 250
  – DRT Pass-1 Iters: 4
  – ANT cells: 0

Hold path
  – HP Class: reg2reg

STA
  – Achievable Freq: 264 MHz
  – Slew headroom: 0.479
  – Final setup TNS: 0 ps
  – Hold_ws: 483 ps
  – Setup Viol. Count Final: 0
  – RSZ-0062 raised after global routing: no
  – Clk_skew: 4.83 ps
  – Pins over their slew limit: 0
  – Final Cycle Share: 0.948
  – Final Hold Viols: 0
  – Crit path time final: 3790 ps
  – Worst Max-Slew Pin Slew: 777 ps

Floorplanning
  – Chip area: 0.0140 sq mm
  – Init Core Util: 0.308
  – Die H: 119 um
  – Horiz. Die Dim: 119 um
  – Core area: 0.0132 sq mm
  – Core Rows: 42
  – IO Pins: 38

Logic synthesis
  – Mapped Area: 0.00407 sq mm
  – Cell Type Count: 73
  – Ys flops: 55
  – Async set or reset register ratio after synthesis: 0
  – Syn_area_per_cell: 8.24 sq um
  – Cells in synth_stat.txt: 494
  – Count of library flops with an enable pin: 0
  – Post-synth seq share: 0.270
  – Warnings, synthesis: 5
  – Chip Area, Yosys: 0.00407 sq mm
  – Most common reg cell: dfxtp_1
  – Gate Count Post-Synth: 494

Clock network
  – CTS tree: built
  – CTS Buf Count: 5
  – CTS Buffer Depth: 2
  – Register clock-pin slew on the reported worst setup and hold paths: 80 ps
  – Clock latency (worst-skew pair): 300 ps
  – Root buffer cell: clkbuf_16
  – H-tree depth: 2
  – Num Clock Sinks: 55

Worst setup path
  – Crit path kind: reg2out
  – Worst path cell trace: ha_2, nand3_1, a22oi_1, o211a_1, a21oi_1, a21o_1, o21ai_0, clkdlybuf4s50_1
  – Worst Path Required: 3200 ps
  – Critical path's top delay family: AND-OR/OR-AND gates
  – Worst setup EP type: primary output
  – Crit path max fanout: 14
  – Worst path max stage delay: 500 ps
  – Endpoint arrival time on the critical path: 2990 ps
  – CP max stage cell: clkdlybuf4s50_1
  – CP bufs+invs: 1
  – Critical path launch point type: flip-flop

Global routing
  – Tot GR Track Use: 0.145
  – Global-route wire length before repair: 16600 um
  – Initial antenna violation count: 0
  – Grt ovf: 0
  – Vias in the first global route: 3369
  – Pin count of the biggest net entering global routing: 27

Placed design
  – Final GP Congestion: 0.886
  – Dpl hpwl: 7310 um
  – Area post-placement: 0.00460 sq mm
  – I/O Buffers: 37

Cells and area
  – Fillers: 1328
  – Cell area after layout: 0.00478 sq mm
  – Fraction of layout cells with a size suffix above 1: 0.0925
  – Syn-to-layout area delta: 17.3%

Power
  – Leakage: 0.00162 uW
  – Max IR drop VDD: 0.198 mV
  – Power Density: 234 mW/mm^2

Flow run
  – OpenROAD warning count: 31
  – Max-Cap Viols: 0
==> cell usage after synthesis (2+ instances only) <==
cell / n / share of area
or3_1: 7 / 0.011
o21ba_2: 2 / 0.0049
a211oi_1: 7 / 0.013
a22oi_1: 10 / 0.018
clkbuf_1: 20 / 0.018
buf_2: 6 / 0.0074
mux2i_1: 21 / 0.052
or2_2: 4 / 0.0061
a31oi_1: 2 / 0.0031
nor2b_1: 19 / 0.029
nand3b_1: 4 / 0.0074
a221oi_1: 3 / 0.0065
a21boi_0: 13 / 0.024
or4_1: 2 / 0.0037
buf_6: 2 / 0.0055
nor2_1: 39 / 0.036
o21ai_0: 13 / 0.016
nand2_1: 40 / 0.037
and4_1: 2 / 0.0043
a2111o_1: 2 / 0.0055
nor4_1: 5 / 0.0077
nor3_1: 16 / 0.020
and3_1: 3 / 0.0046
and2_1: 10 / 0.015
a21bo_2: 2 / 0.0049
nor3b_1: 5 / 0.0092
nand3_1: 22 / 0.027
nor4bb_1: 2 / 0.0049
nand4_1: 13 / 0.020
a21o_1: 2 / 0.0037
a21oi_1: 14 / 0.017
xnor2_1: 34 / 0.073
ha_1: 12 / 0.037
a211o_1: 3 / 0.0065
mux2_2: 8 / 0.022
inv_1: 16 / 0.015
xor2_1: 16 / 0.034
dfxtp_1: 55 / 0.27
o211ai_1: 4 / 0.0074
==> where the power goes <==
part,internal (uW),total [uW],leakage [uW],switching [uW]
Sequential,547,547,0.000444,0.00237
Clock,303,517,0.0000863,215
Combinational,32.2,51.3,0.00109,19.1
Total,881,1120,0.00162,234
==> stage by stage <==
step	util	worst slack, ps	instances	total power (uW)
2_1_floorplan	-	1070	494	574
3_3_place_gp	0.347	449	687	610
3_5_place_dp	0.347	406	687	611
4_1_cts	0.360	40.7	695	1130
5_1_grt	0.361	26.3	695	1150
6_report	0.361	207	695	1120
==> cell families after synthesis <==
kind of cell,count (synthesis),share of synthesized area
and+or+nand+nor,204,0.270
DFF,55,0.270
xor gates and xnor gates,51,0.113
adders and majority gates,12,0.0369
muxes,29,0.0737
AOI/OAI and AO/OA,99,0.190
buffers and inverters,44,0.0461
==> metal layers <==
layer / part of all wire / vias up / track usage
li1: - / 1832 / -
met1: 0.49 / 1678 / 0.214
met2: 0.45 / 95 / 0.228
met3: 0.053 / 8 / 0.0276
met4: 0.012 / 0 / 0.0198
met5: 0 / - / 0
==> layout make-up <==
type | instances | area (sq um) | share of cell area
clock buffers | 5 | 125 | 0.0262
clock inverters | 3 | 50.0 | 0.0105
inverters | 16 | 60.1 | 0.0126
multi-input cells | 395 | 2790 | 0.583
flip-flops and latches | 55 | 1100 | 0.231
well taps | 176 | 220 | 0.0461
repair buffers | 45 | 430 | 0.0901
==> registers in the layout, indices dropped and copies added, names as in the netlist <==
| name | count |
|---|---|
| pre1_cnt.reached_max_ark | 1 |
| reg_mcnt.data | 8 |
| mcnt_cnt.reached_max_ark | 1 |
| mcnt_cnt.counter | 8 |
| pre2_cnt.counter | 9 |
| pre1_cnt.counter | 8 |
| mcnt_cnt.reached_max | 1 |
| reg_pre2.data | 8 |
| pre2_cnt.reached_max | 1 |
| pre1_cnt.reached_max | 1 |
| reg_pre1.data | 8 |
| pre2_cnt.reached_max_ark | 1 |
==> what timing repair did <==
item                       in CTS  in global routing
gates resized                   0                  3
hold buffers                    0                  0
setup buffers                   0                  0
setup endpoints to repair       0                  1
==> placed cells by master, fill, tap and decap left out, drive strengths merged, types with 12 or more instances in the layout <==
| cell | instances |
|---|---|
| dfxtp | 55 |
| nand2 | 41 |
| nor2 | 39 |
| clkdlybuf4s50 | 37 |
| xnor2 | 34 |
| nand3 | 22 |
| mux2i | 21 |
| nor2b | 19 |
| inv | 18 |
| nor3 | 17 |
| xor2 | 16 |
| a21oi | 14 |
| a21boi | 14 |
| nand4 | 13 |
| o21ai | 13 |
| ha | 12 |
==> worst register-to-register path, delay by kind of cell, from the launching register on <==
family	cells	cell delay, ps
flip-flops	1	480
adder cells (fa/ha/maj)	1	310
AND/OR/NAND/NOR	4	1070
AND-OR/OR-AND	3	1130
==> final timing paths <==
kind | start | to | slack (ps) | depth (start not counted)
hold reg to reg | mcnt_cnt.reached_max | mcnt_cnt.reached_max | 480 | 2
hold / removal | mcnt_cnt.reached_max | mcnt_cnt.reached_max | 480 | 2
setup / recovery | reg_pre1.data[2] | interrupt | 210 | 8
setup reg to reg | reg_pre1.data[2] | pre2_cnt.counter[2] | 870 | 8
Power figures rest on the tool's default switching activity, not on a simulated workload.
