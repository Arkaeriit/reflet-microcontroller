[flow/constraint.sdc]
current_design reflet_extended_io

set clk_period 6.8
set clk_io_pct 0.2

create_clock -name clk0 -period $clk_period [get_ports {clk}]

set non_clock_inputs [all_inputs -no_clocks]
set_input_delay [expr $clk_period * $clk_io_pct] -clock clk0 $non_clock_inputs
set_output_delay [expr $clk_period * $clk_io_pct] -clock clk0 [all_outputs]
[flow/design.v]
module reflet_extended_io #(
    parameter base_addr_size = 16,
    base_addr = 16'hFF22,
    number_of_io = 128
    )(
    input clk,
    input reset,
    input enable,
    input [base_addr_size-1:0] addr,
    input write_en,
    input [7:0] data_in,
    output [7:0] data_out,
    input [number_of_io-1:0] gpi,
    output [number_of_io-1:0] gpo
    );
    wire using_extio = addr >= base_addr && addr <= base_addr + 2 && enable;
    wire offset = addr - base_addr;
    wire [7:0] dout_addr;
    wire [7:0] dout_ctrl;
    wire [7:0] io_addr;
    wire [7:0] io_ctrl;
    wire gpi_read, gpo_read, gpo_write, edit_gpo, update_ctrl;
    assign data_out = dout_addr | dout_ctrl;
    reflet_rw_register #(.addr_size(1), .reg_addr(0), .default_value(0)) reg_addr (
        .clk(clk),
        .reset(reset),
        .enable(using_extio),
        .addr(offset),
        .write_en(write_en),
        .data_in(data_in),
        .data_out(dout_addr),
        .data(io_addr));
    reflet_rwe_register #(.addr_size(1), .reg_addr(1), .default_value(0)) reg_ctrl (
        .clk(clk),
        .reset(reset),
        .enable(using_extio),
        .addr(offset),
        .write_en(write_en),
        .data_in(data_in),
        .data_out(dout_ctrl),
        .data(io_ctrl),
        .data_override({5'h0, gpo_write, gpo_read, gpi_read}),
        .override(edit_gpo | update_ctrl));
    assign gpo_write = io_ctrl[2];
    assign edit_gpo = io_ctrl[3];
    reflet_addressable_io #(.number_of_io(number_of_io), .addr_size(8)) io (
        .clk(clk),
        .reset(reset),
        .addr(io_addr),
        .gpi_read(gpi_read),
        .gpo_read(gpo_read),
        .gpo_write(gpo_write),
        .edit_gpo(edit_gpo),
        .gpi(gpi),
        .gpo(gpo));
    reg [7:0] io_addr_old;
    wire update_addr = io_addr_old != io_addr;
    reg update_delay;  
    always @ (posedge clk)
        if(!reset)
        begin
            io_addr_old <= 7'h1;  
            update_delay <= 1;
        end
        else
        begin
            io_addr_old <= io_addr;
            update_delay <= edit_gpo;
        end
    assign update_ctrl = update_addr | update_delay;
endmodule
module reflet_addressable_io #(
    parameter number_of_io = 128,
    addr_size = 8
    )(
    input clk,
    input reset,
    input [addr_size-1:0] addr,
    output gpi_read,
    output gpo_read,
    input gpo_write,
    input edit_gpo,
    input [number_of_io-1:0] gpi,
    output reg [number_of_io-1:0] gpo
    );
    integer i;
    assign gpi_read = gpi[addr];
    assign gpo_read = gpo[addr];
    always @ (posedge clk)
        if(!reset)
            gpo <= 0;
        else
            if(edit_gpo)
                gpo[addr] <= gpo_write;
endmodule
module reflet_rw_register #(
    parameter addr_size = 16,
    reg_addr = 0,
    default_value = 0
    )(
    input clk,
    input reset,
    input enable,
    input [addr_size-1:0] addr,
    input write_en,
    input [7:0] data_in,
    output [7:0] data_out,
    output reg [7:0] data
    );
    wire wr_en = enable && write_en && reg_addr == addr;
    wire read_en = enable && reg_addr == addr;
    always @ (posedge clk)
        if(!reset)
        begin
            data <= default_value;
        end
        else
        begin
            if(wr_en)
                data <= data_in;
        end
    assign data_out = ( read_en ? data : 0 );
endmodule
module reflet_rwe_register #(
    parameter addr_size = 16,
    reg_addr = 0,
    default_value = 0
    )(
    input clk,
    input reset,
    input enable,
    input [addr_size-1:0] addr,
    input write_en,
    input [7:0] data_in,
    output [7:0] data_out,
    input [7:0] data_override,
    input override,
    output reg [7:0] data
    );
    wire wr_en = enable && write_en && reg_addr == addr;
    wire read_en = enable && reg_addr == addr;
    always @ (posedge clk)
        if(!reset)
        begin
            data <= default_value;
        end
        else
        begin
            if(override)
                data <= data_override;
            else
            begin
                if(wr_en)
                    data <= data_in;
            end
        end
    assign data_out = ( read_en ? data : 0 );
endmodule
[flow/run.sh]
#!/bin/bash
# OpenROAD 26Q1-2900-gdf79404cd8, Yosys 0.63+post, stock flow scripts
make -C /OpenROAD-flow-scripts/flow DESIGN_CONFIG=/design/flow/config.mk WORK_HOME=/design/flow/orfs finish
[flow/config.mk]
export PLATFORM = sky130hd
export DESIGN_NAME = reflet_extended_io
export DESIGN_NICKNAME = reflet_extended_io
export VERILOG_FILES = /design/flow/design.v
export SDC_FILE = /design/flow/constraint.sdc
export NUM_CORES = 4
export LEC_CHECK = 1
export CORE_UTILIZATION = 50
==> results.txt <==
Numbers from the implementation run.

The die width is 136 um. The die is 136 um tall. The highest clock rate this design can be run at is 217 MHz. The initial antenna violation count is 0.

The routed design ends up with an antenna cell count of 0. Per the detail_route report, vias per standard cell equal 6.24. Setup repair after global routing left no endpoint under its margin. Looking at the post-CTS report, the setup buffer insertion count equals 0.

The area of the mapped netlist is 0.00901 sq mm. The synthesis report names the predominant flop master as dfxtp_1. The uppermost signal routing layer after detailed routing is met4. For this block, wires on met1 add up to 13,100 um. The quantity of gates resized following cts is 0.

The core footprint is 0.0174 sq mm. The largest incremental delay on the critical path is 470 ps. STA reports the tightest min-delay check as being of type flop to flop. The total design power is 2130 uW. The script extracted a total leakage power of 0.00421 uW.

Per the detail_route log, met3 wirelength is 3970 um. Checking max transition, the worst relative margin is 34.4%. The final layout report lists a filler cell count of 1,273. TritonCTS built the clock tree. The report counts max-capacitance violations totalling 0. For this design, the sink count on the clock tree is 153. For this run the detailed placement stage logged an HPWL of 23,900 um. The total instance count after detailed placement is 1,459. The synthesized netlist handed to floorplanning was reported with a cell count of 1,001. After clock tree synthesis, the flow added hold-fix buffers numbering 0. In the routed design, unresolved DRC markers number 0.

The final instance count without filler cells is 1,490. 292 I/O pins were placed. The growth of design area from synthesis to finish is 41.2%. The required time at the worst endpoint is listed as 5440 ps. The final worst clock skew is 9.55 ps. For this run the top cell type by instance count after synthesis was dfxtp_1.

Yosys reports that the leading cell type by area covers 34.0% of the netlist area. The total negative slack is 0 ps. The highest supply drop recorded on VDD is 177 uV. The worst setup path is captured at a primary output. The run finished with clean final reports.

The root buffer cell is clkbuf_16. The worst path meets setup with 2190 ps of slack. The smallest clock period supported by the final layout is computed as 4610 ps. The final clock period utilization by the worst path is 67.8%. The via count of the first global-routing pass is 8,827.

The routed wire length on met2 is 15,100 um. The maximum number of pins on one net before global-route repair is 75. The buffers plus inverters on the worst setup path is 2. The first global-routing pass estimated 50,500 um of wire. Per the post-route antenna check, the number of violating nets is 0.

In this run, synthesis inferred 0 flip-flops with an integrated enable. In this run, CTS created clock tree buffers numbering 17. The critical path's most frequent cell is clkdlybuf4s50_1. Looking at the max-slew report, the worst-margin pin has a slew of 973 ps. In this run the worst path has a maximum fanout of 9.

The stat command in Yosys gives a chip area of 0.00901 sq mm. The number of unique standard cell types used by synthesis is 67. The total setup violations reported at the end of the flow is 0. The critical path arrival is 3250 ps. The total via count in the routed design is 9,291. STA classifies the critical path startpoint as an input pin. The longest clock path from root to sink contains 2 buffers.

After synthesis, the share of flip-flops with an asynchronous set or reset is 0%. The path type of the worst setup path is input pin to primary output. In the final report, the number of pins over their slew limit comes to 0. The mean cell area of the mapped netlist is 9.00 sq um. The count of tool warnings is 29.

The insertion delay of the later-clocked pin in the worst-skew pair is 430 ps. Of the cells placed in the final design, the portion with a size suffix greater than 1 is 12.3%. The family of cells with the greatest summed delay on the critical path is simple AND/OR/NAND/NOR gates. The final weighted congestion recorded by global placement is 0.984. Yosys reports that the most numerous cell types are dfxtp_1 (153), nand2_1 (122), nor2_1 (102), a21oi_1 (70), mux4_2 (64). The synth_stat.txt file lists the number of cells as 1,001. For reference, the critical path cell chain is clkdlybuf4s50_1 -> nand4_1 -> nor4_1 -> nand2_1 -> nor2_1 -> clkdlybuf4s50_1. The total count of hold-check failures in the final report is 0. The script computed a power per unit cell area of 167 mW/mm^2. For this block, the initial DRC count from the detailed router was 733. The total of buffers placed on input and output ports is 291.

The clock input transition at the sequential cells of the worst setup and hold paths is 70 ps. The detailed-route wire length is 33,300 um. The CTS H-tree depth is 4. Ranked by total cell area, the synthesized netlist is headed by dfxtp_1 (34%), mux4_2 (16%), mux2i_1 (6.2%). The number of warnings issued by yosys is 4. The slowest stage of the critical path belongs to the cell clkdlybuf4s50_1.

Prior to clock tree synthesis, the placed netlist has a worst setup slack of 2170 ps. The total overflow left after global routing is 0. Summing all non-filler instances in the final layout gives an area of 0.0127 sq mm. The number of synthesized register bits is 153. The per-cell routed wire length is 22.4 um. The floorplan step defined a die boundary enclosing 0.0186 sq mm. The number of rows in the core area is 48. Before placement the cells fill 51.7% of the core. The most area-hungry cell type in the Yosys netlist is dfxtp_1. The combined global-route utilization of all metal layers is 37.6%. The iteration count recorded for the first detailed-route pass is 5. The placement stage leaves a total instance area of 0.0120 sq mm. The proportion of synthesized chip area in sequential cells is 34.0%.
-- final timing paths --
check | from | cells after the start | endpoint | slack, ps
worst min register to register | io.gpo[104]$_SDFFE_PN0P_ | 2 | io.gpo[104]$_SDFFE_PN0P_ | 480
worst min-delay path | io.gpo[104]$_SDFFE_PN0P_ | 2 | io.gpo[104]$_SDFFE_PN0P_ | 480
worst max register to register | reg_addr.data[1]$_SDFFE_PN0P_ | 8 | io.gpo[12]$_SDFFE_PN0P_ | 3170
worst max-delay path | addr[12] | 6 | data_out[1] | 2190
-- cells in the final DEF, fill, tap and decap left out, types with 9 or more instances in the layout --
cell and instances:
nand2_1 122, a21oi_1 70, nor2_1 102, o31ai_1 11, inv_1 12, clkbuf_16 17, a21boi_0 24, a22oi_1 14
mux4_2 64, nand3_1 27, o21ai_0 58, xnor2_1 9, nor3_1 30, a31oi_1 12, mux2i_1 56, o21a_1 29
dfxtp_1 150, clkdlybuf4s50_1 290, buf_4 30
-- registers in the layout (all words and copies together), names as in the netlist --
register and flops:
io.gpo 128, io_addr_old 8, reg_addr.data 8, reg_ctrl.data 8
update_delay 1
-- stage by stage --
stage                     hold WS [ps]  utilization [%]
final                              477             73.0
after global routing               502             73.0
after CTS                          481             73.0
after detailed placement           473             69.1
after global placement             463             69.1
after floorplan                    432                -
-- worst min-delay path, stage by stage, from the launching register on --
cell     delay (ps)
dfxtp_1         320
nand2_1          60
mux2i_1          60
-- kinds of logic after synthesis --
group	share of synthesized area [%]
simple gates	16.2
buf+inv	4.97
flops	34.0
fa+ha+maj	0.556
compound gates	20.2
xor+xnor	0.973
mux	23.1
-- where the power goes --
part | total (uW) | switching (uW) | internal (uW)
logic | 137 | 38.9 | 98.2
registers | 897 | 0.715 | 897
clock network | 1090 | 393 | 701
total | 2130 | 432 | 1700
-- area by class of cell --
type | instances | area [sq um] | area share [%]
clock inverter | 13 | 239 | 1.88
sequential | 153 | 3070 | 24.2
clock buffer | 18 | 439 | 3.45
tap | 225 | 282 | 2.21
inverter | 15 | 56.3 | 0.443
multi-input combinational | 745 | 5500 | 43.2
timing repair buffer | 321 | 3130 | 24.6
-- layer usage --
metal / global-route usage (%) / up-vias
met5: 0 / -
li1: - / 4232
met1: 54.5 / 4408
met3: 11.8 / 79
met4: 10.7 / 0
met2: 56.1 / 572
Power and IR drop assume default switching activity.
