<file path="flow/run.sh">
#!/bin/bash
# OpenROAD 26Q1-2900-gdf79404cd8, Yosys 0.63+post, stock flow scripts
make -C /OpenROAD-flow-scripts/flow DESIGN_CONFIG=/design/flow/config.mk WORK_HOME=/design/flow/orfs finish
</file>
<file path="flow/config.mk">
export PLATFORM = sky130hd
export DESIGN_NAME = reflet_pwm
export DESIGN_NICKNAME = reflet_pwm
export VERILOG_FILES = /design/flow/design.v
export SDC_FILE = /design/flow/constraint.sdc
export NUM_CORES = 4
export LEC_CHECK = 1
export CORE_UTILIZATION = 30
</file>
<file path="flow/constraint.sdc">
current_design reflet_pwm

set clk_period 3.7
set clk_io_pct 0.2

create_clock -name clk0 -period $clk_period [get_ports {clk}]

set non_clock_inputs [all_inputs -no_clocks]
set_input_delay [expr $clk_period * $clk_io_pct] -clock clk0 $non_clock_inputs
set_output_delay [expr $clk_period * $clk_io_pct] -clock clk0 [all_outputs]
</file>
<file path="flow/design.v">
module reflet_counter #(
    parameter size = 32
    )(
    input clk,
    input reset,
    input enable,
    input [size-1:0] max,
    output out
    );
    reg [size-1:0] counter = 0;
    reg reached_max;
    reg reached_max_ark;
    always @ (posedge clk)
        if(!reset)
        begin
            counter <= 0;
            reached_max <= 0;    
            reached_max_ark <= 0;
        end
        else
        begin 
            if(enable)  
            begin
                if(counter == max - 1)
                begin
                    counter <= 0;
                    reached_max <= 1;
                end
                else
                begin
                    counter <= counter + 1;
                    reached_max <= 0;
                end
            end
            reached_max_ark <= reached_max;
        end
        assign out = ( max == 0 ? 0 :
                        ( max == 1 ? enable :
                           reached_max & !reached_max_ark));
endmodule
module reflet_pwm #(
    parameter base_addr_size = 16,
    base_addr= 16'hFF1A
    )(
    input clk,
    input reset,
    input enable,
    input [base_addr_size-1:0] addr,
    input [7:0] data_in,
    output [7:0] data_out,
    input write_en,
    output out
    );
    wire using_pwm = enable && addr >= base_addr && addr < base_addr + 2;
    wire offset = addr - base_addr;
    wire [7:0] dout_freq;
    wire [7:0] dout_duty;
    wire [7:0] freq;
    wire [7:0] duty;
    assign data_out = dout_duty | dout_freq;
    reflet_rw_register #(.addr_size(1), .reg_addr(0), .default_value(0)) reg_freq (
        .clk(clk),
        .reset(reset),
        .enable(using_pwm),
        .addr(offset),
        .write_en(write_en),
        .data_in(data_in),
        .data_out(dout_freq),
        .data(freq));
    reflet_rw_register #(.addr_size(1), .reg_addr(1), .default_value(0)) reg_duty (
        .clk(clk),
        .reset(reset),
        .enable(using_pwm),
        .addr(offset),
        .write_en(write_en),
        .data_in(data_in),
        .data_out(dout_duty),
        .data(duty));
    reflet_pwm_pwm #(.size(8)) pwm (
        .clk(clk),
        .reset(reset),
        .enable(1'b1),
        .duty_cycle(duty),
        .max(freq),
        .out(out));
endmodule
module reflet_pwm_pwm #(
    parameter size = 8
    )(
    input clk,
    input reset,
    input enable,
    input [size-1:0] duty_cycle,
    input [size-1:0] max,
    output out
    );
    reg out_normal;
    reg enable_later;
    wire update;
    wire using_count_off = duty_cycle > 1 && duty_cycle < max;
    wire using_count_base = using_count_off | duty_cycle == 1;
    wire base_freq, switch_off;
    wire [size-1:0] duty_cycle_late = duty_cycle - 1;  
    reflet_counter #(.size(size)) count_base (
        .clk(clk),
        .reset(reset & !update),
        .enable(using_count_base & enable),
        .max(max),
        .out(base_freq));
    reflet_counter #(.size(size)) count_off (
        .clk(clk),
        .reset(reset & !update & !base_freq),  
        .enable(using_count_off & out_normal & enable),
        .max(duty_cycle_late),  
        .out(switch_off));
    always @ (posedge clk)
        if(!reset)
        begin
            out_normal <= 0;
            enable_later <= 0;
        end
        else
        begin
            enable_later <= enable;
            if (enable_later)
            begin
                if(base_freq | update)
                    out_normal <= 1;
                else if(switch_off)
                    out_normal <= 0;
            end
        end
    reg [2 * size - 1:0] old_values;
    always @ (posedge clk)
        old_values <= {max, duty_cycle};
    assign update = |(old_values ^ {max, duty_cycle});
    assign out = ( duty_cycle == 0 ? 0 :
                    ( duty_cycle == 1 ? base_freq :
                       ( duty_cycle >= max ? 1 :
                          out_normal)));
endmodule
module reflet_rw_register #(
    parameter addr_size = 16,
    reg_addr = 0,
    default_value = 0
    )(
    input clk,
    input reset,
    input enable,
    input [addr_size-1:0] addr,
    input write_en,
    input [7:0] data_in,
    output [7:0] data_out,
    output reg [7:0] data
    );
    wire wr_en = enable && write_en && reg_addr == addr;
    wire read_en = enable && reg_addr == addr;
    always @ (posedge clk)
        if(!reset)
        begin
            data <= default_value;
        end
        else
        begin
            if(wr_en)
                data <= data_in;
        end
    assign data_out = ( read_en ? data : 0 );
endmodule
</file>
==> impl_metrics.env <==
# implementation run metrics
export IMPL_finalCritPeriodShare=0.963
export IMPL_layout_top_cells="dfxtp_1 (53), clkdlybuf4s50_1 (36), xnor2_1 (35), mux2i_1 (28), nor2_1 (25)"
export IMPL_netlist_logic_family_top="simple AND/OR/NAND/NOR gates"
export IMPL_ys_sh_mux=0.0846
export IMPL_worst_path_buf_inv=3
export IMPL_grt_pass1_wl_mm=11.6
export IMPL_reg2reg_depth=9
export IMPL_place_congestion=0.791
export IMPL_synthDistinctLibCells=61
export IMPL_synth_edff_count=0
export IMPL_die_y_um=107
export IMPL_drc_errors=0
export IMPL_async_flop_share=0
export IMPL_grt_usage=0.127
export IMPL_fin_setup_tns_ps=0
export IMPL_min_path_type="reg2reg"
export IMPL_fill_cells=1048
export IMPL_worstPathMaxFanout=4
export IMPL_die_w_um=107
export IMPL_crit_path_end_kind="output pin"
export IMPL_synthesis_area_sq_mm=0.00331
export IMPL_dp_hpwl_mm=5.09
export IMPL_r2r_end="pwm.count_off.counter[7]"
export IMPL_yosysWarnings=4
export IMPL_tightest_slew_ps=787
export IMPL_fp_utilization=0.307
export IMPL_io_buffers=36
export IMPL_hold_ws_ps=435
export IMPL_warnings=29
export IMPL_yosys_area_share_aoi=0.0816
export IMPL_setup_viol=0
export IMPL_hold_buffers=0
export IMPL_ys_cells=363
export IMPL_crit_type="in2out"
export IMPL_core_area_sq_mm=0.0108
export IMPL_max_freq_ghz=0.281
export IMPL_hold_path_end="pwm.old_values[9]"
export IMPL_skew_ps=6.81
export IMPL_dr_pass1_iters=4
export IMPL_peakVddDrop_uv=227
export IMPL_synth_cellmix_adderShare=0.0642
export IMPL_clk_path_buf_depth=2
export IMPL_io_pins=37
export IMPL_cap_violations=0
export IMPL_leakage_nw=1.55
export IMPL_post_cts_buffers=0
export IMPL_drt_iter0_markers=91
export IMPL_routedWlPerCell_um=12.7
export IMPL_std_cell_rows=38
export IMPL_grt_pass1_vias=2341
export IMPL_grt_overflow=0
export IMPL_dieArea_sq_mm=0.0115
export IMPL_clk_latency_ps=310
export IMPL_cts_tree="built"
export IMPL_clockRootBuffer="clkbuf_8"
export IMPL_report_final_hold_viol_count=0
export IMPL_ys_area_sq_mm=0.00331
export IMPL_num_antenna_cells=0
export IMPL_hold_start="reg_freq.data[1]"
export IMPL_syn_to_final_growth_pct=19.3
export IMPL_ys_seq_frac=0.326
export IMPL_lay_top_count="dfxtp_1"
export IMPL_crit_arrival_ps=2820
export IMPL_clk_pin_slew_worst_paths_ps=100
export IMPL_drive_above_1_share=0.0833
export IMPL_slowest_stage="or4b_1"
export IMPL_drv_slew=0
export IMPL_simple_gate_share=0.248
export IMPL_powerDensity_mw_per_mm2=266
export IMPL_ff_type="dfxtp_1"
export IMPL_cts_buffers=5
export IMPL_grt_max_degree=21
export IMPL_xor_area_frac=0.146
export IMPL_finalCriticalPeriod_ps=3560
export IMPL_syn_area_per_cell_sq_um=9.13
export IMPL_start_kind="primary input"
export IMPL_ys_flops=54
export IMPL_numClockSinks=54
export IMPL_reg2reg_setup_slack_ps=1070
export IMPL_reg2reg_from="reg_freq.data[5]"
export IMPL_num_vias=2530
export IMPL_drt_antenna_violating_nets=0
export IMPL_cts_max_level=2
export IMPL_critPathTopFamily="buffers and inverters"
export IMPL_relSlewSlack=0.474
export IMPL_status="finished clean"
export IMPL_cp_slowest_stage_delay_ps=510
export IMPL_synth_cells=363
export IMPL_finalWirelength_mm=6.80
export IMPL_crit_chain="clkdlybuf4s50_1 > or4b_1 > or4_4 > buf_4 > nor2_1 > clkdlybuf4s50_1"
export IMPL_hold_path_depth=0
export IMPL_antenna_found_initial=0
export IMPL_worstPathRequired_ps=2960
export IMPL_routed_via_density=4.72
export IMPL_worst_path_most_repeated_cell="clkdlybuf4s50_1"
## cell families after synthesis
family | Yosys count
AND/OR/NAND/NOR | 139
flip-flops | 54
XOR/XNOR | 52
AND-OR/OR-AND | 38
buffers and inverters | 35
multiplexers | 28
adder cells (fa/ha/maj) | 17
## registers in the layout, summed over array words and instances (netlist names)
register                        flops
pwm.count_base.counter              8
pwm.count_base.reached_max          1
pwm.count_base.reached_max_ark      1
pwm.count_off.counter               8
pwm.count_off.reached_max           1
pwm.count_off.reached_max_ark       1
pwm.enable_later                    1
pwm.old_values                     16
pwm.out_normal                      1
reg_duty.data                       8
reg_freq.data                       8
## cell type report
class | count | area (sq um) | area share
Clock buffer | 6 | 82.6 | 0.0209
Tap cell | 140 | 175 | 0.0443
Multi-Input combinational cell | 274 | 2080 | 0.525
Inverter | 14 | 57.6 | 0.0146
Clock inverter | 2 | 38.8 | 0.00982
Sequential cell | 54 | 1080 | 0.274
Timing Repair Buffer | 46 | 439 | 0.111
## how the worst max path moves through the flow
| stage | from | endpoint | depth (start not counted) |
|---|---|---|---|
| 4_1_cts | addr[6] | data_out[5] | 6 |
| 5_1_grt | reg_freq.data[3] | out | 8 |
| 6_report | addr[6] | data_out[5] | 6 |
## stage by stage
step / total power, W / setup slack (ps) / std cells / util / cell area, sq um
2_1_floorplan: 0.000608 / 980 / 363 / - / 3310
6_report: 0.00105 / 135 / 536 / 0.366 / 3950
3_3_place_gp: 0.000642 / 23.7 / 528 / 0.354 / 3820
3_5_place_dp: 0.000642 / 25.4 / 528 / 0.354 / 3820
4_1_cts: 0.00107 / 18.3 / 536 / 0.365 / 3940
5_1_grt: 0.00109 / -37.3 / 536 / 0.366 / 3950
## power breakdown
part,leakage (nW),internal (W),total (W),switching (W)
Clock,0.0618,0.000223,0.000423,0.000200
Sequential,0.436,0.000581,0.000582,0.000000315
Combinational,1.06,0.0000314,0.0000465,0.0000151
## synthesized netlist by cell type (5+ instances only)
| library cell | instances | share of area |
|---|---|---|
| a21oi_1 | 7 | 0.011 |
| and3_1 | 5 | 0.0094 |
| buf_2 | 7 | 0.011 |
| clkbuf_1 | 10 | 0.011 |
| dfxtp_1 | 54 | 0.33 |
| ha_1 | 17 | 0.064 |
| inv_1 | 13 | 0.015 |
| mux2i_1 | 28 | 0.085 |
| nand2_1 | 19 | 0.022 |
| nand3_1 | 14 | 0.021 |
| nand4_1 | 14 | 0.026 |
| nor2_1 | 25 | 0.028 |
| nor2b_1 | 22 | 0.042 |
| o21ai_0 | 5 | 0.0076 |
| or4_1 | 5 | 0.011 |
| xnor2_1 | 35 | 0.093 |
| xor2_1 | 15 | 0.040 |
## layer usage
metal | vias up | GRT usage | wire, um | share of wire
met5 | - | 0 | 0 | 0
met1 | 1163 | 0.195 | 3550 | 0.52
met2 | 28 | 0.198 | 2990 | 0.44
li1 | 1333 | - | - | -
met4 | 0 | 0.0137 | 97 | 0.014
met3 | 6 | 0.0167 | 162 | 0.024
## timing repair
action / CTS / global route
hold endpoints to repair: 0 / 0
setup endpoints to repair: 0 / 9
gates resized: 0 / 4
No activity file was given, so power comes from the tool's default toggle rates.
