==> ./design.v <==
module reflet_counter #(
    parameter size = 32
    )(
    input clk,
    input reset,
    input enable,
    input [size-1:0] max,
    output out
    );
    reg [size-1:0] counter = 0;
    reg reached_max;
    reg reached_max_ark;
    always @ (posedge clk)
        if(!reset)
        begin
            counter <= 0;
            reached_max <= 0;    
            reached_max_ark <= 0;
        end
        else
        begin 
            if(enable)  
            begin
                if(counter == max - 1)
                begin
                    counter <= 0;
                    reached_max <= 1;
                end
                else
                begin
                    counter <= counter + 1;
                    reached_max <= 0;
                end
            end
            reached_max_ark <= reached_max;
        end
        assign out = ( max == 0 ? 0 :
                        ( max == 1 ? enable :
                           reached_max & !reached_max_ark));
endmodule
module reflet_pwm #(
    parameter base_addr_size = 16,
    base_addr= 16'hFF1A
    )(
    input clk,
    input reset,
    input enable,
    input [base_addr_size-1:0] addr,
    input [7:0] data_in,
    output [7:0] data_out,
    input write_en,
    output out
    );
    wire using_pwm = enable && addr >= base_addr && addr < base_addr + 2;
    wire offset = addr - base_addr;
    wire [7:0] dout_freq;
    wire [7:0] dout_duty;
    wire [7:0] freq;
    wire [7:0] duty;
    assign data_out = dout_duty | dout_freq;
    reflet_rw_register #(.addr_size(1), .reg_addr(0), .default_value(0)) reg_freq (
        .clk(clk),
        .reset(reset),
        .enable(using_pwm),
        .addr(offset),
        .write_en(write_en),
        .data_in(data_in),
        .data_out(dout_freq),
        .data(freq));
    reflet_rw_register #(.addr_size(1), .reg_addr(1), .default_value(0)) reg_duty (
        .clk(clk),
        .reset(reset),
        .enable(using_pwm),
        .addr(offset),
        .write_en(write_en),
        .data_in(data_in),
        .data_out(dout_duty),
        .data(duty));
    reflet_pwm_pwm #(.size(8)) pwm (
        .clk(clk),
        .reset(reset),
        .enable(1'b1),
        .duty_cycle(duty),
        .max(freq),
        .out(out));
endmodule
module reflet_pwm_pwm #(
    parameter size = 8
    )(
    input clk,
    input reset,
    input enable,
    input [size-1:0] duty_cycle,
    input [size-1:0] max,
    output out
    );
    reg out_normal;
    reg enable_later;
    wire update;
    wire using_count_off = duty_cycle > 1 && duty_cycle < max;
    wire using_count_base = using_count_off | duty_cycle == 1;
    wire base_freq, switch_off;
    wire [size-1:0] duty_cycle_late = duty_cycle - 1;  
    reflet_counter #(.size(size)) count_base (
        .clk(clk),
        .reset(reset & !update),
        .enable(using_count_base & enable),
        .max(max),
        .out(base_freq));
    reflet_counter #(.size(size)) count_off (
        .clk(clk),
        .reset(reset & !update & !base_freq),  
        .enable(using_count_off & out_normal & enable),
        .max(duty_cycle_late),  
        .out(switch_off));
    always @ (posedge clk)
        if(!reset)
        begin
            out_normal <= 0;
            enable_later <= 0;
        end
        else
        begin
            enable_later <= enable;
            if (enable_later)
            begin
                if(base_freq | update)
                    out_normal <= 1;
                else if(switch_off)
                    out_normal <= 0;
            end
        end
    reg [2 * size - 1:0] old_values;
    always @ (posedge clk)
        old_values <= {max, duty_cycle};
    assign update = |(old_values ^ {max, duty_cycle});
    assign out = ( duty_cycle == 0 ? 0 :
                    ( duty_cycle == 1 ? base_freq :
                       ( duty_cycle >= max ? 1 :
                          out_normal)));
endmodule
module reflet_rw_register #(
    parameter addr_size = 16,
    reg_addr = 0,
    default_value = 0
    )(
    input clk,
    input reset,
    input enable,
    input [addr_size-1:0] addr,
    input write_en,
    input [7:0] data_in,
    output [7:0] data_out,
    output reg [7:0] data
    );
    wire wr_en = enable && write_en && reg_addr == addr;
    wire read_en = enable && reg_addr == addr;
    always @ (posedge clk)
        if(!reset)
        begin
            data <= default_value;
        end
        else
        begin
            if(wr_en)
                data <= data_in;
        end
    assign data_out = ( read_en ? data : 0 );
endmodule
module reflet_synth #(
    parameter base_addr_size = 16,
    base_addr = 16'hFF21,
    clk_freq = 1000000
    )(
    input clk,
    input reset,
    input enable,
    input [base_addr_size-1:0] addr,
    input write_en,
    input [7:0] data_in,
    output [7:0] data_out,
    output synth_out
    );
    wire using_synth = enable && addr == base_addr;
    wire [1:0] shape;
    wire [5:0] tone;
    reflet_rw_register #(.addr_size(1), .reg_addr(0), .default_value(0)) register (
        .clk(clk),
        .reset(reset),
        .enable(using_synth),
        .addr(1'b0),
        .write_en(write_en),
        .data_in(data_in),
        .data_out(data_out),
        .data({shape, tone}));
    reflet_synth_generator #(.clk_freq(clk_freq)) synth (
        .clk(clk),
        .reset(reset),
        .shape(shape),
        .tone(tone),
        .out(synth_out));
endmodule
module reflet_synth_generator #(
    parameter clk_freq = 1000000
    )(
    input clk,
    input reset,
    input [1:0] shape,
    input [5:0] tone,
    output out
    );
    wire clk_1MHZ;
    localparam clk_freq_MHz = clk_freq / 1000000;
    wire[$clog2(clk_freq_MHz):0] _clk_freq_MHz = clk_freq_MHz;
    reflet_counter #(.size($clog2(clk_freq_MHz)+1)) mhz_gen (
        .clk(clk),
        .reset(reset),
        .enable(1'b1),
        .max(_clk_freq_MHz),
        .out(clk_1MHZ));
    wire [13:0] divisor;
    wire [13:0] duty = (shape == 2'b01 ? {3'b000, divisor[13:3]} :  
                          (shape == 2'b10 ? {2'b00, divisor[13:2]} :  
                              (shape == 2'b11 ? {1'b0, divisor[13:1]} :  
                                 0)));  
    reflet_synth_div_map map(
        .clk(clk),
        .select(tone),
        .out(divisor));
    reflet_pwm_pwm #(.size(14)) pwm (
        .clk(clk),
        .reset(reset),
        .enable(clk_1MHZ),
        .duty_cycle(duty),
        .max(divisor),
        .out(out));
endmodule
module reflet_synth_div_map (
    input clk,
    input [5:0] select,
    output [13:0] out
    );
    reg [13:0] divisor;
    assign out = divisor;
    always @ (posedge clk)
        case(select)
            00 : divisor <= 14431;  
            01 : divisor <= 13621;  
            02 : divisor <= 12856;  
            03 : divisor <= 12135;  
            04 : divisor <= 11454;  
            05 : divisor <= 10811;  
            06 : divisor <= 10204;  
            07 : divisor <= 9631;   
            08 : divisor <= 9091;   
            09 : divisor <= 8581;   
            10 : divisor <= 8099;   
            11 : divisor <= 7645;   
            12 : divisor <= 7215;   
            13 : divisor <= 6810;   
            14 : divisor <= 6428;   
            15 : divisor <= 6067;   
            16 : divisor <= 5727;   
            17 : divisor <= 5405;   
            18 : divisor <= 5102;   
            19 : divisor <= 4816;   
            20 : divisor <= 4545;   
            21 : divisor <= 4290;   
            22 : divisor <= 4050;   
            23 : divisor <= 3822;   
            24 : divisor <= 3608;   
            25 : divisor <= 3405;   
            26 : divisor <= 3214;   
            27 : divisor <= 3034;   
            28 : divisor <= 2863;   
            29 : divisor <= 2703;   
            30 : divisor <= 2551;   
            31 : divisor <= 2408;   
            32 : divisor <= 2273;   
            33 : divisor <= 2145;   
            34 : divisor <= 2025;   
            35 : divisor <= 1911;   
            36 : divisor <= 1804;   
            37 : divisor <= 1703;   
            38 : divisor <= 1607;   
            39 : divisor <= 1517;   
            40 : divisor <= 1432;   
            41 : divisor <= 1351;   
            42 : divisor <= 1276;   
            43 : divisor <= 1204;   
            44 : divisor <= 1136;   
            45 : divisor <= 1073;   
            46 : divisor <= 1012;   
            47 : divisor <= 956;    
            48 : divisor <= 902;    
            49 : divisor <= 851;    
            50 : divisor <= 804;    
            51 : divisor <= 758;    
            52 : divisor <= 716;    
            53 : divisor <= 676;    
            54 : divisor <= 638;    
            55 : divisor <= 602;    
            56 : divisor <= 568;    
            57 : divisor <= 536;    
            58 : divisor <= 506;    
            59 : divisor <= 478;    
            60 : divisor <= 451;    
            61 : divisor <= 426;    
            62 : divisor <= 402;    
            63 : divisor <= 379;    
        endcase
endmodule
==> ./run.sh <==
#!/bin/bash
# OpenROAD 26Q1-2900-gdf79404cd8, Yosys 0.63+post, stock flow scripts
make -C /OpenROAD-flow-scripts/flow DESIGN_CONFIG=/design/flow/config.mk WORK_HOME=/design/flow/orfs finish
==> ./config.mk <==
export PLATFORM = sky130hd
export DESIGN_NAME = reflet_synth
export DESIGN_NICKNAME = reflet_synth
export VERILOG_FILES = /design/flow/design.v
export SDC_FILE = /design/flow/constraint.sdc
export NUM_CORES = 4
export LEC_CHECK = 1
export CORE_UTILIZATION = 50
==> ./constraint.sdc <==
current_design reflet_synth

set clk_period 6.0
set clk_io_pct 0.2

create_clock -name clk0 -period $clk_period [get_ports {clk}]

set non_clock_inputs [all_inputs -no_clocks]
set_input_delay [expr $clk_period * $clk_io_pct] -clock clk0 $non_clock_inputs
set_output_delay [expr $clk_period * $clk_io_pct] -clock clk0 [all_outputs]
==> impl_metrics.xml <==
<?xml version="1.0" encoding="UTF-8"?>
<metrics>
  <group name="critical_path">
    <metric name="path_cells" unit="">buf_4 &gt; nand2_2 &gt; a21boi_0 &gt; o21ai_0 &gt; ha_1 &gt; nand4_1 &gt; nor4_1 &gt; o21ai_0 &gt; o21ai_0 &gt; a211oi_1 &gt; a21oi_1 &gt; clkdlybuf4s50_1</metric>
    <metric name="worst_setup_sp_type" unit="">flip-flop</metric>
    <metric name="timing.rr.start" unit="">synth.map.divisor[3]$_DFF_P_</metric>
    <metric name="slack_of_the_worst_reg_to_reg_path" unit="ns">1.40</metric>
    <metric name="max_stage_delay" unit="ns">0.56</metric>
    <metric name="timing.critical_path.max_delay_family" unit="">AND-OR/OR-AND gates</metric>
    <metric name="worst_path_max_delay_cell" unit="">sky130_fd_sc_hd__dfxtp_1</metric>
    <metric name="reg2reg_depth" unit="">15</metric>
    <metric name="critical_path.most_common_cell" unit="">sky130_fd_sc_hd__o21ai_0</metric>
    <metric name="setup.worst_path.class" unit="">flip-flop to output port</metric>
    <metric name="worst-path-max-fanout" unit="">21</metric>
    <metric name="worst_setup_ep_type" unit="">output port</metric>
    <metric name="required" unit="ns">4.80</metric>
    <metric name="critical_path.n_buffers_inverters" unit="">2</metric>
    <metric name="worst_r2r_endpoint" unit="">synth.pwm.count_off.counter[2]$_SDFFE_PN0P_</metric>
    <metric name="worstPathArrival" unit="ns">4.01</metric>
    <metric name="crit_start" unit="">register.data[6]$_SDFFE_PN0P_</metric>
  </group>
  <group name="pwr">
    <metric name="vdd.ir_drop.worst" unit="mV">0.121</metric>
    <metric name="power.density" unit="nW/um^2">152</metric>
    <metric name="power.net_switching" unit="W">0.000268</metric>
    <metric name="sw_frac_of_total" unit="">0.238</metric>
    <metric name="clock_power_share" unit="">0.490</metric>
    <metric name="power.leakage" unit="nW">2.76</metric>
    <metric name="internal_power" unit="W">0.000860</metric>
    <metric name="power_frac_comb" unit="">0.022</metric>
    <metric name="register_share_of_total_power" unit="">0.489</metric>
  </group>
  <group name="cts">
    <metric name="insertion_delay" unit="ns">0.35</metric>
    <metric name="clock_tree_from_tritoncts" unit="">built</metric>
    <metric name="cts-htree-levels" unit="">3</metric>
    <metric name="cts-buffers-inserted" unit="">9</metric>
    <metric name="cts-root-buf" unit="">sky130_fd_sc_hd__clkbuf_16</metric>
    <metric name="cts.sink_count" unit="">83</metric>
    <metric name="clock_tree.buffer_depth" unit="">2</metric>
    <metric name="post_cts_hold_buffer_count" unit="">0</metric>
    <metric name="number_of_buffers_added_for_setup_after_cts" unit="">0</metric>
    <metric name="clock_pin_transition_on_the_worst_setup_and_hold_timing_paths" unit="ns">0.06</metric>
    <metric name="quantity_of_gates_resized_following_cts" unit="">0</metric>
  </group>
  <group name="timing">
    <metric name="report.final.slew_viol_count" unit="">0</metric>
    <metric name="worst-slew-pin-transition" unit="ns">0.727</metric>
    <metric name="report.final.setup_viol" unit="">0</metric>
    <metric name="fin_setup_tns" unit="ns">0</metric>
    <metric name="maxClockFrequency" unit="MHz">192</metric>
    <metric name="hold_viol_final" unit="">0</metric>
    <metric name="skew" unit="ns">0.00804</metric>
    <metric name="finalCritPeriodShare" unit="">0.868</metric>
    <metric name="layout_min_cycle_time" unit="ns">5.21</metric>
    <metric name="rsz_0062_raised_after_global_routing" unit="">no</metric>
    <metric name="maxSlewHeadroom" unit="">0.515</metric>
  </group>
  <group name="die">
    <metric name="ios" unit="">37</metric>
    <metric name="rows" unit="">41</metric>
    <metric name="dieArea" unit="sq um">13900</metric>
    <metric name="die_w" unit="microns">118</metric>
    <metric name="floorplan.core_area" unit="sq um">12900</metric>
    <metric name="die_height" unit="microns">118</metric>
    <metric name="initial_core_util" unit="">0.522</metric>
  </group>
  <group name="layout">
    <metric name="most-common-layout-cells" unit="">sky130_fd_sc_hd__dfxtp_1, sky130_fd_sc_hd__nand2_1, sky130_fd_sc_hd__nor2_1</metric>
    <metric name="flow.area_growth_from_synthesis" unit="%">10.4</metric>
    <metric name="final_util" unit="">0.576</metric>
    <metric name="proportion_of_layout_cells_with_a_drive_suffix_above_1" unit="">0.106</metric>
    <metric name="lay_top_count" unit="">sky130_fd_sc_hd__dfxtp_1</metric>
  </group>
  <group name="logic_synthesis">
    <metric name="synth_seq_share" unit="">0.247</metric>
    <metric name="mean_cell_area_of_the_mapped_netlist" unit="sq um">8.17</metric>
    <metric name="synthesis.area" unit="sq um">6720</metric>
    <metric name="edf_count" unit="">0</metric>
    <metric name="yosys_warnings" unit="">5</metric>
    <metric name="synthesis.instances" unit="">822</metric>
    <metric name="top_area_cell" unit="">sky130_fd_sc_hd__dfxtp_1</metric>
    <metric name="yosys-stat-cells" unit="">822</metric>
    <metric name="synthArstFlopShare" unit="">0</metric>
    <metric name="yosys.stat.chipArea" unit="sq um">6720</metric>
    <metric name="yosysUniqueCellTypes" unit="">97</metric>
    <metric name="post_synth_main_area_contributors" unit="">sky130_fd_sc_hd__dfxtp_1, sky130_fd_sc_hd__xnor2_1, sky130_fd_sc_hd__ha_1</metric>
    <metric name="dominantRegCellSynth" unit="">sky130_fd_sc_hd__dfxtp_1</metric>
    <metric name="top_cell_area_share" unit="">0.247</metric>
    <metric name="synth.ff_latch_count" unit="">83</metric>
  </group>
  <group name="drt">
    <metric name="pre_repair_dr_iteration_count" unit="">5</metric>
    <metric name="antenna-diode-count" unit="">0</metric>
    <metric name="routed.top_layer" unit="">met4</metric>
    <metric name="met3WireLength" unit="microns">1620</metric>
    <metric name="drc" unit="">0</metric>
    <metric name="wl_met1" unit="microns">8500</metric>
    <metric name="antenna_left" unit="">0</metric>
    <metric name="vias" unit="">5965</metric>
    <metric name="drt_iter0_markers" unit="">514</metric>
    <metric name="dr_wl_met2" unit="microns">7360</metric>
    <metric name="total_wire_length" unit="microns">17700</metric>
    <metric name="route.detailed.wl_per_inst" unit="microns">17.6</metric>
    <metric name="via_density" unit="">5.94</metric>
  </group>
  <group name="worst_hold_path">
    <metric name="hold_path_startpoint" unit="">synth.pwm.count_off.reached_max$_SDFFE_PN0P_</metric>
    <metric name="hold_path_end" unit="">synth.pwm.count_off.reached_max_ark$_SDFF_PN0_</metric>
    <metric name="worst_hold_path_type" unit="">flip-flop to flip-flop</metric>
    <metric name="worstHoldPathCells" unit="">2</metric>
  </group>
  <group name="job">
    <metric name="warnings" unit="">39</metric>
    <metric name="max_cap_violations" unit="">0</metric>
  </group>
  <group name="outcome">
    <metric name="status" unit="">completed</metric>
  </group>
  <group name="placement">
    <metric name="port_buffers" unit="">36</metric>
    <metric name="hpwl" unit="microns">12800</metric>
    <metric name="place.gp.congestion" unit="">0.944</metric>
  </group>
  <group name="grt">
    <metric name="grt_pass1_vias" unit="">5448</metric>
    <metric name="track_usage" unit="">0.263</metric>
    <metric name="first_pass_grt_wire_length" unit="microns">28800</metric>
    <metric name="overflow" unit="">0</metric>
    <metric name="grt_max_degree" unit="">58</metric>
    <metric name="grt_antenna_before_repair" unit="">0</metric>
  </group>
</metrics>
power by group through the flow:
stage	registers, W	logic (W)	clock network [W]
after CTS	0.000551	0.0000246	0.000560
after global routing	0.000551	0.0000262	0.000591
final	0.000551	0.0000244	0.000552
sequential cells by signal (all words and copies together) (netlist names):
register,cells
synth.pwm.count_base.counter,14
synth.pwm.count_off.counter,14
register.data,8
synth.pwm.out_normal,1
synth.pwm.count_base.reached_max,1
synth.map.divisor,14
synth.pwm.enable_later,1
synth.pwm.count_off.reached_max,1
synth.pwm.count_base.reached_max_ark,1
synth.pwm.count_off.reached_max_ark,1
synth.pwm.old_values,27
cell type report:
type | count | area [sq um]
sequential | 83 | 1660
inverter | 36 | 143
fill | 1159 | 5460
clock buffer | 9 | 225
multi-input combinational | 651 | 4660
tap | 172 | 215
clock inverter | 7 | 72.6
timing repair buffer | 47 | 443
kinds of logic after synthesis:
kind of cell    after synthesis  synth area share
mux                          27            0.0564
xor+xnor                     96             0.129
flops                        83             0.247
buf+inv                      88            0.0590
compound gates              186             0.196
simple gates                309             0.250
fa+ha+maj                    33            0.0615
per-stage QoR:
stage | area (sq um) | total power, W | setup WS [ns] | cells | hold WS [ns]
6_report | 7420 | 0.00113 | 0.795 | 1005 | 0.460
5_1_grt | 7420 | 0.00117 | 0.426 | 1005 | 0.494
4_1_cts | 7420 | 0.00114 | 0.800 | 1005 | 0.463
3_5_place_dp | 7120 | 0.000588 | 1.19 | 989 | 0.452
3_3_place_gp | 7120 | 0.000588 | 1.36 | 989 | 0.439
2_1_floorplan | 6720 | 0.000570 | 1.94 | 822 | 0.326
worst max-delay path by stage:
stage               end  slack (ns)  cells past startpoint
finish        synth_out        0.79                     12
global route  synth_out        0.43                     12
CTS           synth_out        0.80                     12
worst reg2reg max path: stages, from the launching register on:
cell                        delay [ns]
sky130_fd_sc_hd__dfxtp_1          0.58
sky130_fd_sc_hd__mux2i_1          0.13
sky130_fd_sc_hd__o21ai_0          0.53
sky130_fd_sc_hd__inv_1            0.18
sky130_fd_sc_hd__ha_1             0.40
sky130_fd_sc_hd__and2_1           0.24
sky130_fd_sc_hd__a22o_1           0.25
sky130_fd_sc_hd__o2111ai_4        0.38
sky130_fd_sc_hd__o211ai_1         0.26
sky130_fd_sc_hd__a211o_1          0.35
sky130_fd_sc_hd__a41oi_2          0.12
sky130_fd_sc_hd__a21oi_1          0.06
sky130_fd_sc_hd__or4_4            0.47
sky130_fd_sc_hd__nor4_4           0.15
sky130_fd_sc_hd__buf_4            0.28
sky130_fd_sc_hd__nor3_1           0.09
Yosys cell counts (9+ instances only):
cell type and instances:
sky130_fd_sc_hd__dfxtp_1 83, sky130_fd_sc_hd__nand2_1 81, sky130_fd_sc_hd__nor2_1 61, sky130_fd_sc_hd__xnor2_1 53, sky130_fd_sc_hd__o21ai_0 43, sky130_fd_sc_hd__a21oi_1 42, sky130_fd_sc_hd__xor2_1 40, sky130_fd_sc_hd__ha_1 33
sky130_fd_sc_hd__clkbuf_1 31, sky130_fd_sc_hd__inv_1 30, sky130_fd_sc_hd__nand3_1 29, sky130_fd_sc_hd__nor3_1 22, sky130_fd_sc_hd__nor4_1 19, sky130_fd_sc_hd__and2_1 16, sky130_fd_sc_hd__nand4_1 16, sky130_fd_sc_hd__a31oi_1 13
sky130_fd_sc_hd__mux2i_1 13, sky130_fd_sc_hd__buf_2 11, sky130_fd_sc_hd__nor3_2 10, sky130_fd_sc_hd__o211ai_1 9, sky130_fd_sc_hd__o22ai_1 9
metal layers:
metal | up-vias | GRT usage
met3 | 19 | 0.0652
met4 | 0 | 0.0425
met5 | - | 0
met1 | 2736 | 0.422
li1 | 2964 | -
met2 | 246 | 0.365
Power figures rest on the tool's default switching activity, not on a simulated workload.
