==> design/flow/design.v <==
module reflet_counter #(
    parameter size = 32
    )(
    input clk,
    input reset,
    input enable,
    input [size-1:0] max,
    output out
    );
    reg [size-1:0] counter = 0;
    reg reached_max;
    reg reached_max_ark;
    always @ (posedge clk)
        if(!reset)
        begin
            counter <= 0;
            reached_max <= 0;    
            reached_max_ark <= 0;
        end
        else
        begin 
            if(enable)  
            begin
                if(counter == max - 1)
                begin
                    counter <= 0;
                    reached_max <= 1;
                end
                else
                begin
                    counter <= counter + 1;
                    reached_max <= 0;
                end
            end
            reached_max_ark <= reached_max;
        end
        assign out = ( max == 0 ? 0 :
                        ( max == 1 ? enable :
                           reached_max & !reached_max_ark));
endmodule
module reflet_power_manager #(
    parameter base_addr_size = 16,
    base_addr = 16'hFF1F
    )(
    input clk,
    input reset,
    input enable,
    input [base_addr_size-1:0] addr,
    input write_en,
    input [7:0] data_in,
    output [7:0] data_out,
    input [3:0] cpu_interrupts,
    output cpu_enable
    );
    wire using_pm = enable && addr >= base_addr && addr < base_addr + 2;
    wire offset = addr - base_addr;
    wire [3:0] awakening_ints;
    wire int_detected = |{awakening_ints & cpu_interrupts};
    wire [7:0] power_value;
    wire pwm_out, using_lowpower, sleeping;
    reflet_pwm_pwm #(.size(9)) power_pwm(
        .clk(clk),
        .reset(reset),
        .enable(1'b1),
        .duty_cycle(power_value + 9'h1),
        .max(9'h100),
        .out(pwm_out));
    assign cpu_enable = (sleeping ? 0 : (using_lowpower ? pwm_out : 1));
    wire [7:0] dout_sleep;
    wire [7:0] dout_lowpower;
    wire [7:0] sleep_value;
    assign data_out = dout_sleep | dout_lowpower;
    reflet_rwe_register #(.addr_size(1), .reg_addr(0), .default_value(0)) sleep_reg (
        .clk(clk),
        .reset(reset),
        .enable(using_pm),
        .addr(offset),
        .write_en(write_en),
        .data_in(data_in),
        .data_out(dout_sleep),
        .data(sleep_value),
        .data_override({sleep_value[7:1], 1'b0}),
        .override(int_detected));
    reflet_rw_register #(.addr_size(1), .reg_addr(1), .default_value(8'hFF)) power_reg (
        .clk(clk),
        .reset(reset),
        .enable(using_pm),
        .addr(offset),
        .write_en(write_en),
        .data_in(data_in),
        .data_out(dout_lowpower),
        .data(power_value));
    assign using_lowpower = sleep_value[1];
    assign sleeping = sleep_value[0];
    assign awakening_ints = sleep_value[7:4];
endmodule    
module reflet_pwm #(
    parameter base_addr_size = 16,
    base_addr= 16'hFF1A
    )(
    input clk,
    input reset,
    input enable,
    input [base_addr_size-1:0] addr,
    input [7:0] data_in,
    output [7:0] data_out,
    input write_en,
    output out
    );
    wire using_pwm = enable && addr >= base_addr && addr < base_addr + 2;
    wire offset = addr - base_addr;
    wire [7:0] dout_freq;
    wire [7:0] dout_duty;
    wire [7:0] freq;
    wire [7:0] duty;
    assign data_out = dout_duty | dout_freq;
    reflet_rw_register #(.addr_size(1), .reg_addr(0), .default_value(0)) reg_freq (
        .clk(clk),
        .reset(reset),
        .enable(using_pwm),
        .addr(offset),
        .write_en(write_en),
        .data_in(data_in),
        .data_out(dout_freq),
        .data(freq));
    reflet_rw_register #(.addr_size(1), .reg_addr(1), .default_value(0)) reg_duty (
        .clk(clk),
        .reset(reset),
        .enable(using_pwm),
        .addr(offset),
        .write_en(write_en),
        .data_in(data_in),
        .data_out(dout_duty),
        .data(duty));
    reflet_pwm_pwm #(.size(8)) pwm (
        .clk(clk),
        .reset(reset),
        .enable(1'b1),
        .duty_cycle(duty),
        .max(freq),
        .out(out));
endmodule
module reflet_pwm_pwm #(
    parameter size = 8
    )(
    input clk,
    input reset,
    input enable,
    input [size-1:0] duty_cycle,
    input [size-1:0] max,
    output out
    );
    reg out_normal;
    reg enable_later;
    wire update;
    wire using_count_off = duty_cycle > 1 && duty_cycle < max;
    wire using_count_base = using_count_off | duty_cycle == 1;
    wire base_freq, switch_off;
    wire [size-1:0] duty_cycle_late = duty_cycle - 1;  
    reflet_counter #(.size(size)) count_base (
        .clk(clk),
        .reset(reset & !update),
        .enable(using_count_base & enable),
        .max(max),
        .out(base_freq));
    reflet_counter #(.size(size)) count_off (
        .clk(clk),
        .reset(reset & !update & !base_freq),  
        .enable(using_count_off & out_normal & enable),
        .max(duty_cycle_late),  
        .out(switch_off));
    always @ (posedge clk)
        if(!reset)
        begin
            out_normal <= 0;
            enable_later <= 0;
        end
        else
        begin
            enable_later <= enable;
            if (enable_later)
            begin
                if(base_freq | update)
                    out_normal <= 1;
                else if(switch_off)
                    out_normal <= 0;
            end
        end
    reg [2 * size - 1:0] old_values;
    always @ (posedge clk)
        old_values <= {max, duty_cycle};
    assign update = |(old_values ^ {max, duty_cycle});
    assign out = ( duty_cycle == 0 ? 0 :
                    ( duty_cycle == 1 ? base_freq :
                       ( duty_cycle >= max ? 1 :
                          out_normal)));
endmodule
module reflet_rw_register #(
    parameter addr_size = 16,
    reg_addr = 0,
    default_value = 0
    )(
    input clk,
    input reset,
    input enable,
    input [addr_size-1:0] addr,
    input write_en,
    input [7:0] data_in,
    output [7:0] data_out,
    output reg [7:0] data
    );
    wire wr_en = enable && write_en && reg_addr == addr;
    wire read_en = enable && reg_addr == addr;
    always @ (posedge clk)
        if(!reset)
        begin
            data <= default_value;
        end
        else
        begin
            if(wr_en)
                data <= data_in;
        end
    assign data_out = ( read_en ? data : 0 );
endmodule
module reflet_rwe_register #(
    parameter addr_size = 16,
    reg_addr = 0,
    default_value = 0
    )(
    input clk,
    input reset,
    input enable,
    input [addr_size-1:0] addr,
    input write_en,
    input [7:0] data_in,
    output [7:0] data_out,
    input [7:0] data_override,
    input override,
    output reg [7:0] data
    );
    wire wr_en = enable && write_en && reg_addr == addr;
    wire read_en = enable && reg_addr == addr;
    always @ (posedge clk)
        if(!reset)
        begin
            data <= default_value;
        end
        else
        begin
            if(override)
                data <= data_override;
            else
            begin
                if(wr_en)
                    data <= data_in;
            end
        end
    assign data_out = ( read_en ? data : 0 );
endmodule
==> design/flow/run.sh <==
#!/bin/bash
# OpenROAD 26Q1-2900-gdf79404cd8, Yosys 0.63+post, stock flow scripts
make -C /OpenROAD-flow-scripts/flow DESIGN_CONFIG=/design/flow/config.mk WORK_HOME=/design/flow/orfs finish
==> design/flow/config.mk <==
export PLATFORM = sky130hd
export DESIGN_NAME = reflet_power_manager
export DESIGN_NICKNAME = reflet_power_manager
export VERILOG_FILES = /design/flow/design.v
export SDC_FILE = /design/flow/constraint.sdc
export NUM_CORES = 4
export LEC_CHECK = 1
export CORE_UTILIZATION = 30
==> design/flow/constraint.sdc <==
current_design reflet_power_manager

set clk_period 3.4
set clk_io_pct 0.2

create_clock -name clk0 -period $clk_period [get_ports {clk}]

set non_clock_inputs [all_inputs -no_clocks]
set_input_delay [expr $clk_period * $clk_io_pct] -clock clk0 $non_clock_inputs
set_output_delay [expr $clk_period * $clk_io_pct] -clock clk0 [all_outputs]
==> qor.yml <==
setup_path:
  slowest_delay_ns: 0.53
  critical_path.cell_chain: "clkdlybuf4s50_1 -> or4b_4 -> o31ai_2 -> nand4_1 -> buf_6 -> nor2_2 -> clkdlybuf4s50_1"
  crit_required_ns: 2.72
  arrival_ns: 2.68
  critPathCaptureType: "output pin"
  worstSetupStartpointType: "input pin"
  cpMaxStageDelayCell: "or4b_4"
  reg2reg_depth: 11
  crit_path_frequent_cell: "clkdlybuf4s50_1"
  worst-setup-path-type: "input pin to output pin"
  cp_max_fo: 9
clock_network:
  cts_buffers: 5
  clkTransAtPathRegs_ns: 0.10
  cts_tree: "yes"
  worstSkewPairLatency_ns: 0.31
  cts_max_path_buffers: 2
  cts_sinks: 49
  ctsHoldBuffers: 0
  cts_root_buffer: "clkbuf_8"
  cts_max_level: 2
placed_design:
  place_ws_ns: 0.05439
  place.gp.congestion: 0.8764
  dp.cells: 524
  dp_hpwl_mm: 5.273
  io_buffers: 40
final_layout:
  syn_to_final_growth_pct: 24.54
  final_cells: 533
  logic_area_um2: 2029
  fillers: 964
  flop_area_um2: 987.2
  drive_above_1_share_pct: 12.50
sta:
  period_needed_ns: 3.357
  fmax_mhz: 297.9
  grt_setup_unrepaired: "true"
  finalHoldViolations: 0
  slew_violations: 0
  finalSetupViolCount: 0
  tightest_slew_ns: 0.5594
  final.period_utilization_pct: 98.74
  slew_headroom_pct: 62.59
  finClkSkew_ns: 0.01240
  finalSetupTns_ns: 0
  final.setup.worst_slack_ns: 0.04296
flow_run:
  openroad.warnings: 30
  maxCapViolCount: 0
pwr:
  switching_share_pct: 24.17
  seqPwrFrac_pct: 56.6
  powerDensity_nw_per_um2: 265.2
  pwr-share-clk_pct: 37.1
  ir_drop_v: 0.0002164
  p_leak_nw: 1.575
  total_power_mw: 1.017
  combPwrFrac_pct: 6.4
  p_switching_mw: 0.2458
  internal_power_mw: 0.7712
route:
  drt-initial-drc-count: 73
  avgViaCountPerCell: 4.745
  antenna-diode-count: 0
  first_pass_iters: 4
  vias: 2529
  wire_per_inst_um: 12.88
  drc: 0
  wl_mm: 6.863
  ant_nets: 0
floorplanning:
  dieHeight_um: 103.3
  core_area_um2: 9864
  num_io_pins: 41
  chip_area_um2: 10670
  fp_util_pct: 31.22
  rows: 36
  dieWidth_um: 103.3
worst_hold_path:
  hp-class: "register to register"
  holdPathStages: 1
synth:
  ys_seq_share_pct: 31.86
  yosys.cell_count.top_type: "dfxtp_1"
  largest_area_cell: "dfxtp_1"
  numSynthFlops: 49
  synthCells: 353
  common_cells: "49 x dfxtp_1, 44 x nor2_1, 31 x xnor2_1"
  yosysWarnings: 4
  edf_count: 0
  synthArstFlopShare_pct: 0
  syn_area_um2: 3079
  netlist-cell-type-count: 63
  ys_chip_area_um2: 3079
  avgSynthCellArea_um2: 8.723
  yosys_cells: 353
  flop_cell: "dfxtp_1"
  yosys-top-cells-area: "dfxtp_1 32%, mux2i_1 9.1%, xnor2_1 8.8%"
  top_cell_area_share_pct: 31.86
grt:
  grt_pass1_vias: 2376
  antenna_found_initial: 0
  grt_max_degree: 22
  grt_usage_pct: 13.85
  gr-total-overflow: 0
  grt_pass1_wl_mm: 11.50
run_status:
  status: "finished, final reports clean"
==> critical path, delay by kind of cell <==
family | cells | cell delay, ns
AND-OR/OR-AND | 1 | 0.18
buffers and inverters | 3 | 1.05
AND/OR/NAND/NOR | 3 | 0.77
==> power by group through the flow <==
stage | combinational [mW] | clock, mW | sequential (mW)
CTS | 0.0638 | 0.388 | 0.576
global route | 0.0692 | 0.417 | 0.576
finish | 0.0647 | 0.377 | 0.575
==> what timing repair did <==
item | CTS | global route
gates resized | 6 | 9
endpoints found under the setup margin | 1 | 16
setup buffers | 1 | 0
endpoints found under the hold margin | 0 | 0
pin swaps | 1 | 3
==> cell families after synthesis <==
family | share of synthesized area, %
AOI/OAI and AO/OA | 11.54
adders and majority gates | 2.844
muxes | 9.468
and+or+nand+nor | 25.07
xor gates and xnor gates | 15.64
DFF | 31.86
buffers and inverters | 3.576
==> cell usage in the layout (no fill, tap or decap), drive strengths merged, types with 3 or more instances in the layout <==
master | Yosys | final
dfxtp | 49 | 49
nor2 | 47 | 47
clkdlybuf4s50 | 0 | 40
xnor2 | 34 | 34
nand2 | 30 | 30
mux2i | 28 | 28
buf | 6 | 15
nor2b | 12 | 12
xor2 | 12 | 12
nand3 | 11 | 11
inv | 9 | 11
nand4 | 10 | 10
ha | 7 | 7
o21ai | 6 | 6
a21oi | 5 | 5
nand3b | 5 | 5
and3 | 5 | 5
clkbuf | 10 | 5
or3 | 5 | 5
nor3 | 4 | 4
a211oi | 4 | 4
a21boi | 4 | 4
o21a | 3 | 3
and2 | 3 | 3
nand2b | 3 | 3
a31oi | 3 | 3
or2 | 3 | 3
==> layer usage <==
metal,global-route usage (%),vias up,share of wire (%)
met4,1.625,0,1.3
met2,22.41,18,44
met5,0,-,0
met3,1.776,7,2.0
li1,-,1321,-
met1,20.70,1183,52
==> path summary, 6_finish.rpt <==
| check | start | to | slack, ns |
|---|---|---|---|
| setup / recovery | addr[0] | data_out[1] | 0.04 |
| hold / removal | power_pwm.count_base.counter[8] | power_pwm.count_base.counter[8] | 0.48 |
| setup reg to reg | power_reg.data[0] | power_pwm.count_off.counter[0] | 0.29 |
| hold reg to reg | power_pwm.count_base.counter[8] | power_pwm.count_base.counter[8] | 0.48 |
==> through the flow <==
stage,hold slack [ns],utilization [%],instance area (um^2)
final,0.4840,38.88,3835
after global routing,0.5227,38.88,3835
after CTS,0.4876,38.56,3804
after detailed placement,0.4698,37.29,3679
after global placement,0.4650,37.29,3679
after floorplan,0.4457,-,3079
==> flip-flops by register name, summed over array words and instances (netlist names) <==
signal	count
power_pwm.out_normal	1
power_pwm.count_off.reached_max	1
power_pwm.count_base.reached_max	1
power_reg.data	8
power_pwm.count_off.counter	9
power_pwm.enable_later	1
power_pwm.count_base.counter	9
power_pwm.old_values	9
power_pwm.count_off.reached_max_ark	1
power_pwm.count_base.reached_max_ark	1
sleep_reg.data	8
==> area by class of cell <==
cell class                 instances  share of cell area, %
timing repair buffer              55                  13.47
clock inverter                     3                 0.7504
inverter                          10                 0.9788
sequential                        49                  25.74
tap                              133                  4.339
clock buffer                       5                  1.794
multi-input combinational        278                  52.92
Power figures rest on the tool's default switching activity, not on a simulated workload.
